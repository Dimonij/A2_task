[./design.v]
module A2_task
#( parameter WIDTH = 8, VAL_BITS = 3 )
(
  input logic                    clk_i, srst_i, 
  input logic                    data_val_i,
  input logic  [WIDTH-1:0]       data_i,
  input logic  [VAL_BITS-1:0]    data_mod_i,
  output logic                   ser_data_o,
  output logic                   ser_data_val_o,
  output logic                   busy_o
);  
logic start_flag;
logic [$clog2( VAL_BITS ) + 1:0] sh_count;
always_comb
	begin
		start_flag   = 0;
    if (( data_val_i ) && ( !busy_o ) && ( data_mod_i >= 3 ) ) 
      start_flag = 1;
	end
always_ff @( posedge clk_i )
  begin
    if ( srst_i ) 
      begin
        ser_data_o     <= 0;
        ser_data_val_o <= 0;
        busy_o         <= 0;
        sh_count       <= 0;
      end
    else 
      if ( ( ( start_flag ) | ( busy_o ) ) & ( sh_count <= ( data_mod_i - 1) ) )
        begin
		      busy_o 		     <= 1;
		      ser_data_val_o <= 1;
		      ser_data_o     <= data_i [ ( ( WIDTH-1 ) - sh_count ) ];
		      sh_count 	     <= sh_count + 1;
        end
	    else
        if ( busy_o )
	        begin
		        ser_data_val_o <= 0;
		        ser_data_o     <= 0;
		        busy_o         <= 0;
            sh_count       <= 0;
	        end
  end
endmodule
module A2_task_top
#( parameter WIDTH = 12, VAL_BITS = 4 )
(
  input logic                 clk_i, srst_i,
  input logic                 data_val_i,
  input logic  [WIDTH-1:0]    data_i,
  input logic  [VAL_BITS-1:0] data_mod_i,
  output logic                ser_data_o,
  output logic                ser_data_val_o,
  output logic                busy_o
);
logic                         srst_i_buf;
logic                         data_val_i_buf;
logic          [WIDTH-1:0]    data_i_buf;        
logic          [VAL_BITS-1:0] data_mod_i_buf;    
logic                         ser_data_o_buf;  
logic                         ser_data_val_o_buf;
logic                         busy_o_buf;
A2_task #( WIDTH, VAL_BITS ) A2_task_core_unit
(
  .clk_i           ( clk_i ),
  .srst_i          ( srst_i_buf ),
  .data_val_i      ( data_val_i_buf ),
  .data_i          ( data_i_buf ),
  .data_mod_i      ( data_mod_i_buf ),
  .ser_data_o      ( ser_data_o_buf ),
  .ser_data_val_o  ( ser_data_val_o_buf ),
  .busy_o          ( busy_o_buf )
);
always_ff @( posedge clk_i )
  begin
    srst_i_buf     <= srst_i;
    data_val_i_buf <= data_val_i;
    data_i_buf     <= data_i;
    data_mod_i_buf <= data_mod_i;
    ser_data_o     <= ser_data_o_buf;
    ser_data_val_o <= ser_data_val_o_buf;
    busy_o         <= busy_o_buf;
  end
endmodule
[./run.sh]
#!/bin/bash
# OpenROAD 26Q1-2900-gdf79404cd8, Yosys 0.63+post, stock flow scripts
make -C /OpenROAD-flow-scripts/flow DESIGN_CONFIG=/design/flow/config.mk WORK_HOME=/design/flow/orfs finish
[./config.mk]
export PLATFORM = sky130hd
export DESIGN_NAME = A2_task_top
export DESIGN_NICKNAME = A2_task_top
export VERILOG_FILES = /design/flow/design.v
export SDC_FILE = /design/flow/constraint.sdc
export NUM_CORES = 4
export LEC_CHECK = 1
export CORE_AREA = 10 10 105 105
export DIE_AREA = 0 0 115 115
[./constraint.sdc]
current_design A2_task_top

set clk_period 3.0
set clk_io_pct 0.2

create_clock -name clk0 -period $clk_period [get_ports {clk_i}]

set non_clock_inputs [all_inputs -no_clocks]
set_input_delay [expr $clk_period * $clk_io_pct] -clock clk0 $non_clock_inputs
set_output_delay [expr $clk_period * $clk_io_pct] -clock clk0 [all_outputs]
==> results.sh <==
# physical design summary
export IMPL_status="complete, no violations"
export IMPL_period_minus_slack_ps=2140
export IMPL_cts_inserted_buffers=3
export IMPL_ys_area_sq_mm=0.00104
export IMPL_top_cell_area_share=0.538
export IMPL_comb_area_sq_um=443
export IMPL_pin_count=22
export IMPL_cp_endpoint="A2_task_core_unit.sh_count[0]$_SDFFE_PP0P_"
export IMPL_comb_power_share=0.139
export IMPL_swShare=0.218
export IMPL_groute_usage_overall=0.0303
export IMPL_cts_num_sinks=28
export IMPL_syn_inst=85
export IMPL_p_total_w=0.000834
export IMPL_syn_avg_cell_area_sq_um=12.2
export IMPL_edf_count=0
export IMPL_netlist_cell_type_count=33
export IMPL_power_switching_w=0.000182
export IMPL_tns_ps=0
export IMPL_fp_util=0.119
export IMPL_slew_headroom=0.632
export IMPL_grt_pass1_wl_microns=3310
export IMPL_fin_skew_ps=7.50
export IMPL_start_kind="flip-flop"
export IMPL_hold_depth=0
export IMPL_hold_start="A2_task_core_unit.busy_o$_SDFF_PP0_"
export IMPL_cts_resized=0
export IMPL_area_leaders="dfxtp_1 54%, ha_1 9.6%, a221oi_4 2.5%"
export IMPL_seqCellArea_sq_um=561
export IMPL_pre_cts_slack_ps=880
export IMPL_dr_total_vias=689
export IMPL_grt_max_degree=17
export IMPL_path_clk_slew_ps=100
export IMPL_clockBufferDepth=2
export IMPL_hp_class="reg2reg"
export IMPL_io_buffers=21
export IMPL_rsz0062_at_grt="no"
export IMPL_die_h_microns=115
export IMPL_grt_remaining_overflow=0
export IMPL_die_width_microns=115
export IMPL_drive_above_1_share=0.0926
export IMPL_totalWireLength_microns=2000
export IMPL_gp_congestion=0.802
export IMPL_drtPass1Iterations=4
export IMPL_setup_viol=0
export IMPL_post_cts_buffers=0
export IMPL_antenna_cells=0
export IMPL_pwr_share_seq=0.512
export IMPL_ys_top_cells_by_count="28 x dfxtp_1, 8 x ha_1, 6 x inv_1"
export IMPL_drt_iter0_markers=28
export IMPL_rr_endpoint="A2_task_core_unit.sh_count[0]$_SDFFE_PP0P_"
export IMPL_antenna_found_initial=0
export IMPL_pwr_density_cell_mw_per_mm2=578
export IMPL_ys_seq_frac=0.538
export IMPL_cts_tree="yes"
export IMPL_crit_type="reg2reg"
export IMPL_avgViaCountPerCell=3.19
export IMPL_startpoint="data_mod_i_buf[0]$_DFF_P_"
export IMPL_warnings=26
export IMPL_clk_latency_ps=270
export IMPL_ctsHoldBuffers=0
export IMPL_core_area_sq_mm=0.00876
export IMPL_ys_cells=85
export IMPL_finalHoldViolCount=0
export IMPL_numSynthFlops=28
export IMPL_grt_pass1_vias=716
export IMPL_synthToLayoutAreaGrowth_pct=38.6
export IMPL_root_buffer="clkbuf_8"
export IMPL_ff2ff_path_depth=8
export IMPL_cp_end_kind="flip-flop"
export IMPL_vdd_drop_max_mv=0.184
export IMPL_htreeDepth=1
export IMPL_dieArea_sq_mm=0.0132
export IMPL_p_int_w=0.000652
export IMPL_tightest_slew_ps=548
export IMPL_fillers=969
export IMPL_crit_required_ps=3190
export IMPL_clockPowerShare=0.349
export IMPL_crit_arrival_ps=2330
export IMPL_syn_area_sq_mm=0.00104
export IMPL_top_area_cell="dfxtp_1"
export IMPL_p_leak_nw=0.541
export IMPL_hpwl_microns=1630
export IMPL_rrSetupSlack_ps=860
export IMPL_worstPathMaxFanout=8
export IMPL_rows=34
export IMPL_timing_rr_start="data_mod_i_buf[0]$_DFF_P_"
export IMPL_max_freq_mhz=467
export IMPL_synthFlopType="dfxtp_1"
export IMPL_most_common_cell="dfxtp_1"
export IMPL_period_used=0.713
export IMPL_maxCapViolCount=0
export IMPL_postRouteAntennaNets=0
export IMPL_slew_violations=0
export IMPL_fin_ws_ps=860
export IMPL_yosys_warnings=2
export IMPL_synth_async_reset_ratio=0
export IMPL_wl_per_cell_microns=9.28
export IMPL_drc=0
==> metal layers <==
layer	up-vias	wire, microns	GRT usage
met2	14	838	0.0443
met3	2	107	0.0100
met4	0	29	0.00743
met5	-	0	0
met1	313	1030	0.0422
li1	360	-	-
==> flip-flops by register name, summed over array words and instances, names as in the netlist <==
name	count
ser_data_val_o	1
ser_data_o	1
srst_i_buf	1
data_mod_i_buf	4
A2_task_core_unit.ser_data_o	1
data_val_i_buf	1
A2_task_core_unit.sh_count	4
A2_task_core_unit.busy_o	1
data_i_buf	12
busy_o	1
A2_task_core_unit.ser_data_val_o	1
==> worst min-delay path by stage <==
stage,end,slack [ps]
after CTS,busy_o$_DFF_P_,350
after global routing,ser_data_val_o$_DFF_P_,370
final,busy_o$_DFF_P_,350
==> worst max-delay path, stage by stage, from the launching register on <==
cell and delay [ps]:
dfxtp_1 360, inv_1 70, ha_1 240, xnor2_1 140, ha_1 300, and4_1 230
a221oi_4 310, o21ai_0 190, o31ai_1 210
==> power by group through the flow <==
| stage | registers [W] | logic, W | clock network, W |
|---|---|---|---|
| CTS | 0.000427 | 0.000118 | 0.000299 |
| finish | 0.000427 | 0.000116 | 0.000291 |
| global route | 0.000433 | 0.000132 | 0.000313 |
==> cells by family after synthesis <==
| logic type | share of synthesized area |
|---|---|
| buffers and inverters | 0.0361 |
| AND-OR/OR-AND | 0.153 |
| AND/OR/NAND/NOR | 0.0938 |
| adder cells (fa/ha/maj) | 0.0962 |
| XOR/XNOR | 0.0168 |
| multiplexers | 0.0661 |
| flip-flops | 0.538 |
==> metrics by stage <==
step / util / hold slack (ps) / instance area (sq um) / instances
6_report: 0.165 / 354 / 1440 / 216
5_1_grt: 0.165 / 368 / 1440 / 216
4_1_cts: 0.165 / 355 / 1440 / 216
3_5_place_dp: 0.156 / 335 / 1370 / 212
3_3_place_gp: 0.156 / 336 / 1370 / 212
2_1_floorplan: - / 331 / 1040 / 85
==> layout make-up <==
cell class / count / area share
flip-flops and latches: 28 / 0.389
repair buffers: 21 / 0.146
well taps: 108 / 0.0937
inverters: 6 / 0.0156
multi-input cells: 49 / 0.307
clock buffers: 3 / 0.0286
clock inverters: 1 / 0.0208
==> layout by cell type (no fill, tap or decap) <==
| cell | Yosys | layout |
|---|---|---|
| or3b_2 | 1 | 1 |
| xnor2_1 | 2 | 2 |
| and4_1 | 1 | 1 |
| nand2b_1 | 1 | 1 |
| or3_1 | 2 | 2 |
| dfxtp_1 | 28 | 28 |
| o31ai_2 | 1 | 1 |
| nor2b_1 | 1 | 1 |
| a41o_1 | 1 | 1 |
| clkdlybuf4s50_1 | 0 | 21 |
| inv_1 | 6 | 6 |
| o2111ai_1 | 1 | 1 |
| a211oi_1 | 1 | 1 |
| clkbuf_8 | 0 | 3 |
| or4_1 | 1 | 1 |
| or2_2 | 1 | 1 |
| a21oi_1 | 5 | 5 |
| and2_1 | 1 | 1 |
| mux2i_1 | 2 | 2 |
| a311o_1 | 1 | 1 |
| a2111o_1 | 1 | 1 |
| mux4_2 | 1 | 1 |
| o211ai_1 | 1 | 1 |
| a221oi_4 | 1 | 1 |
| bufinv_16 | 0 | 1 |
| o211ai_2 | 1 | 1 |
| nor2_1 | 2 | 2 |
| ha_1 | 8 | 8 |
| nor3_1 | 2 | 2 |
| nand2_1 | 2 | 2 |
| mux4_1 | 1 | 1 |
| nand3_1 | 2 | 2 |
| o21ai_0 | 1 | 1 |
| o31ai_1 | 3 | 3 |
Power and IR drop assume default switching activity.
